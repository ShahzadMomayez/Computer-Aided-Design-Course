==> flow/design.v <==
module buf44 ( input [31:0] in, input writeEnable, clk, input [8:0] adr, output reg [127:0] out);
  integer i;
  reg [127:0] d;
  always @(posedge clk) begin
    if (writeEnable) begin
      for ( i = 0; i < 32; i = i + 1) begin
        d[44 * adr + i] <= in[i];
      end
    end
  end
  assign out = d;
endmodule
module buf16 (  input [127:0] in,  input writeEnable,input clk,  output reg [127:0] out);
 integer i; reg [127:0] data;
  always @(posedge clk) begin
    if (writeEnable) begin
      for ( i = 0; i < 128; i = i + 1) begin
        data[i] <= in[i];
      end
    end
  end
  assign out = data;
endmodule
module buf16to4 ( input [31:0] in, input writeEnable, input clk,input  sh_up, input [8:0] adr, output reg [127:0] out);
	integer i;
  reg [31:0] temp_reg [3:0];
  reg [31:0] temp;
  reg [127:0] data [3:0];
  always @(posedge clk) begin
    if (sh_up) begin
      for ( i = 3; i > 0; i = i - 1) begin
        temp_reg[i] <= temp_reg[i - 1];
      end
    end
    if (writeEnable) begin
      temp_reg[0] <= in;
    end
  end
  always @(*) begin
    for ( i = 0; i < 32; i = i + 1) begin
      data[0][8 * adr + i] = temp_reg[0][i];
      data[1][8 * adr + i] = temp_reg[1][i];
      data[2][8 * adr + i] = temp_reg[2][i];
      data[3][8 * adr + i] = temp_reg[3][i];
    end
    for ( i = 0; i < 32; i = i + 1) begin
      out[i] = data[0][i];
      out[i + 32] = data[1][i];
      out[i + 64] = data[2][i];
      out[i + 96] = data[3][i];
    end
  end
endmodule
==> flow/run.sh <==
#!/bin/bash
# OpenROAD 26Q1-2900-gdf79404cd8, Yosys 0.63+post, stock flow scripts
make -C /OpenROAD-flow-scripts/flow DESIGN_CONFIG=/design/flow/config.mk WORK_HOME=/design/flow/orfs finish
==> flow/config.mk <==
export PLATFORM = sky130hd
export DESIGN_NAME = buf16to4
export DESIGN_NICKNAME = buf16to4
export VERILOG_FILES = /design/flow/design.v
export SDC_FILE = /design/flow/constraint.sdc
export NUM_CORES = 4
export LEC_CHECK = 1
export CORE_UTILIZATION = 50
==> flow/constraint.sdc <==
current_design buf16to4

set clk_period 9.4
set clk_io_pct 0.2

create_clock -name clk0 -period $clk_period [get_ports {clk}]

set non_clock_inputs [all_inputs -no_clocks]
set_input_delay [expr $clk_period * $clk_io_pct] -clock clk0 $non_clock_inputs
set_output_delay [expr $clk_period * $clk_io_pct] -clock clk0 [all_outputs]
==> highlights.md <==
### Synth
* **number of instances in the synthesized netlist** 952
* **yosys synthesis chip area** 8820 µm²
* **cell area after synthesis** 8820 µm²
* **number of flops mapped to enable cells by yosys** 128
* **flip-flop cell with the highest count after synthesis** sky130_fd_sc_hd__edfxtp_1
* **Yosys Warn Count** 3
* **post-synthesis sequential area ratio** 43.6%
* **mean area per synthesized cell** 9.26 µm²
* **post-synthesis cell count from yosys** 952
* **asr flop ratio synth** 0%
* **flop and latch count out of synthesis** 128
* **distinct cell type count after synthesis** 59

### CTS
* **cts hold-fix bufs** 0
* **TritonCTS clock tree** yes
* **number of buffers inserted by post-CTS setup repair** 0
* **# H-tree levels** 4
* **Skew-Pair Late Insertion Delay** 430 ps
* **Inserted Clock Buffers** 17
* **clock tree sinks** 128
* **maximum count of clock buffers along a single path** 2
* **Clk Tree Root Cell** sky130_fd_sc_hd__clkbuf_16
* **clock slew at reported path FFs** 60 ps
* **Resized cells post-CTS** 0

### Global route
* **GRT overflow** 0
* **first-pass GRT wire length** 50400 µm
* **vias in the first global route** 8827
* **maximum number of pins on one net before global-route repair** 66
* **overall routing resource usage** 39.7%
* **antenna violations before repair** 0

### Pwr
* **net switching share of the total power** 27.2%
* **total power divided by cell area** 142 nW/µm²
* **clock network fraction of design power** 39.5%
* **static leakage power** 4.21 nW
* **Design Power** 1.60 mW
* **Max rail drop VDD** 0.000135 V
* **share of power burned in registers** 45.3%
* **Power Internal** 1.17 mW
* **net switching power of the design** 436 µW
* **relative contribution of combinational cells to total power** 15.2%

### Detailed routing
* **wire length after detailed routing** 33800 µm
* **met3 layer wire length in the routed design** 5090 µm
* **via/cell ratio** 6.93
* **count of inserted antenna diode cells** 0
* **DR pass1 iterations** 9
* **First DRT Iteration DRCs** 1217
* **vias after detailed routing** 9181
* **sum of routed wire segments on met1** 12700 µm
* **post-route antenna net violation count** 0
* **met2 wire length** 14600 µm
* **average detailed-routed wire length per instance** 25.5 µm
* **# DRC** 0
* **DR top layer** met4

### Placement
* **gpl congestion** 0.971
* **estimated wirelength of the detail-placed design** 21000 µm
* **Port Buf Inserts** 171

### Worst setup path
* **Worst Setup Path Type** input pin to output pin
* **critical-path cell list** clkdlybuf4s50_1 -> inv_1 -> ha_1 -> a21o_1 -> a311oi_1 -> a21oi_1 -> nor4_4 -> buf_4 -> a21o_1 -> buf_4 -> o21ai_0 -> clkdlybuf4s50_1
* **Worst EP required** 7520 ps
* **endpoint class of the critical path** output pin
* **CP max stage cell** sky130_fd_sc_hd__clkdlybuf4s50_1
* **slowest stage delay, CP** 870 ps
* **data arrival at the endpoint of the critical path** 6180 ps
* **Critical Path Start Type** input pin
* **critical path fanouts, max** 34

### Final timing
* **unrepaired setup endpoints after global routing** false
* **remaining max-slew budget at the tightest pin** 32.1%
* **worst setup skew after layout** 9.69 ps
* **setup violation total in the final timing report** 0
* **setup TNS** 0 ps
* **Tcrit/Tclk final** 85.7%
* **minimum period implied by the final worst setup slack** 8060 ps
* **slew of the pin with the lowest slew margin** 1010 ps
* **Final Hold Violating Endpoints** 0
* **count of pins over their slew limit** 0
* **highest attainable clock frequency** 124 MHz

### Final layout
* **share of cells above drive strength 1** 8.64%
* **most frequent logic cells in the routed design** sky130_fd_sc_hd__clkdlybuf4s50_1 (170), sky130_fd_sc_hd__o21ai_0 (151), sky130_fd_sc_hd__edfxtp_1 (128), sky130_fd_sc_hd__a21oi_1 (101), sky130_fd_sc_hd__a32oi_1 (66)
* **number of flip-flops in the largest register** 128
* **fillcell total** 1350
* **Final Core Density** 65.5%
* **Area growth, synth to finish** 28.1%
* **most used logic cell in the final layout** sky130_fd_sc_hd__clkdlybuf4s50_1

### Worst hold path
* **class of the worst hold path** register to register

### Run
* **OpenROAD warning count** 27
* **Maximum Capacitance Violations** 0

### Floorplan
* **chip area** 18200 µm²
* **number of rows in the core area** 48
* **core area** 17200 µm²
* **die height** 135 µm
* **floorplan utilization** 51.2%
* **width of the chip** 135 µm
* **number of placed I/O pins** 172

### Run status
* **outcome** finished, final reports clean

-- synth_stat cells, drive strengths merged, types with 3 or more instances --
master	count	share of area [%]
and4	6	0.60
inv	41	1.7
edfxtp	128	44
nand3	8	0.45
a22o	7	0.70
buf	32	2.1
a32oi	66	6.6
a31oi	49	3.5
a21oi	101	5.7
a221o	4	0.45
nor3	4	0.41
a32o	5	0.57
o221a	3	0.38
o221ai	28	2.8
a21o	33	2.8
nor4	6	1.0
nand4	3	0.21
nand3b	3	0.26
or2	4	0.28
o21ai	193	11
a22oi	18	1.5
mux2i	38	4.3
nor2	39	1.7
and3	6	0.43
clkbuf	68	2.9
nand2	33	1.4
-- area by class of cell --
class / instances / area, µm² / area share [%]
Clock buffer: 17 / 425 / 3.77
Sequential cell: 128 / 3840 / 34.0
Inverter: 41 / 154 / 1.36
Timing Repair Buffer: 215 / 2040 / 18.1
Clock inverter: 15 / 136 / 1.21
Multi-Input combinational cell: 683 / 4420 / 39.1
Tap cell: 225 / 282 / 2.49
-- path summary, 6_finish.rpt --
| path | slack [ps] | from | endpoint | cells past startpoint |
|---|---|---|---|---|
| worst max-delay path | 1340 | adr[1] | out[118] | 12 |
| worst min-delay path | 450 | temp_reg[2][16]$_DFFE_PP_ | temp_reg[3][16]$_DFFE_PP_ | 0 |
| worst max register to register | 8550 | temp_reg[0][28]$_DFFE_PP_ | temp_reg[1][28]$_DFFE_PP_ | 0 |
| worst min register to register | 450 | temp_reg[2][16]$_DFFE_PP_ | temp_reg[3][16]$_DFFE_PP_ | 0 |
-- layer usage --
layer	vias to the layer above	global-route usage, %
li1	4071	-
met1	4216	57.0
met2	782	54.6
met3	112	19.2
met4	0	15.0
met5	-	1.39
-- critical path, delay by kind of cell --
family | cells | cell delay [ps]
and+or+nand+nor | 1 | 230
buffers and inverters | 5 | 2300
AOI/OAI and AO/OA | 5 | 1510
adders and majority gates | 1 | 250
-- cell families (layout without fill, tap and decap cells) --
| logic type | count (synthesis) | after routing | share of synthesized area [%] |
|---|---|---|---|
| buffers and inverters | 141 | 288 | 6.78 |
| muxes | 38 | 38 | 4.31 |
| AOI/OAI and AO/OA | 519 | 519 | 37.2 |
| DFF | 128 | 128 | 43.6 |
| adders and majority gates | 2 | 2 | 0.284 |
| xor gates and xnor gates | 3 | 3 | 0.298 |
| and+or+nand+nor | 121 | 121 | 7.52 |
-- through the flow --
| stage | cell area, µm² | cells | setup slack [ps] | hold WS [ps] |
|---|---|---|---|---|
| floorplan | 8820 | 952 | 3660 | 426 |
| global placement | 10700 | 1292 | 1580 | 442 |
| finish | 11300 | 1324 | 1340 | 452 |
| detailed placement | 10700 | 1292 | 1490 | 442 |
| global route | 11300 | 1324 | 1080 | 485 |
| CTS | 11300 | 1324 | 1460 | 455 |
-- power groups by stage --
stage | logic [mW] | registers [mW] | clock network [mW]
CTS | 0.241 | 0.724 | 0.636
global route | 0.263 | 0.731 | 0.659
finish | 0.244 | 0.727 | 0.633
Power is estimated from default activity; no workload was simulated.
