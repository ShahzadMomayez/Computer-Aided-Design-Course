--- /design/flow/config.mk ---
export PLATFORM = sky130hd
export DESIGN_NAME = mult
export DESIGN_NICKNAME = mult
export VERILOG_FILES = /design/flow/design.v
export SDC_FILE = /design/flow/constraint.sdc
export NUM_CORES = 4
export LEC_CHECK = 1
export CORE_AREA = 10 10 72 72
export DIE_AREA = 0 0 82 82
--- /design/flow/constraint.sdc ---
current_design mult

set clk_period 7.9
set clk_io_pct 0.2

create_clock -name clk0 -period $clk_period

set non_clock_inputs [all_inputs -no_clocks]
set_input_delay [expr $clk_period * $clk_io_pct] -clock clk0 $non_clock_inputs
set_output_delay [expr $clk_period * $clk_io_pct] -clock clk0 [all_outputs]
--- /design/flow/design.v ---
module And(input a,b, output out);
    C1 C1_AND(.A0(1'b0),.A1(a),.SA(b),.B0(),.B1(),.SB(),.S0(1'b0),.S1(1'b0),.F(out));
endmodule
module C1 (input A0, A1, SA, B0, B1, SB, S0, S1, output F);
	wire F1, F2, S2;
	assign F1 = (SA) ? A1 : A0;
	assign F2 = (SB) ? B1 : B0;
	assign F = (S2) ? F2 : F1;
	assign S2 = S0 | S1;
endmodule
module FA (
    input wire A,   
    input wire B,    
    input wire Cin,  
    output wire Sum,  
    output wire Cout 
);
    wire AxorB;
    wire AandB;
    wire XorAndCin;
    Xor x1(.out(AxorB), .a(A), .b(B));
    Xor x2(.out(Sum), .a(AxorB), .b(Cin));
    And a2(.out(XorAndCin), .a(AxorB), .b(Cin));
    And a3(.out(AandB), .a(A), .b(B));
    Or o1(.out(Cout),.a( XorAndCin), .b(AandB));
endmodule
module mult (input [4:0] D1 , D2 , output [9:0] out);
	wire w10 , w20 , w30 , w40;
	And and00(.a(D1[0]) , .b(D2[0]) , .out(out[0]));
	And and10(.a(D1[1]) , .b(D2[0]) , .out(w10) );
	And and20(.a(D1[2]) , .b(D2[0]) , .out(w20) );
	And and30(.a(D1[3]) , .b(D2[0]) , .out(w30) );
	NAnd nand40(.a(D1[4]) , .b(D2[0]) , .out(w40) );
	wire w01 , w11 , w21 , w31 , w41 ;
	And and01(.a(D1[0]) , .b(D2[1]) , .out(w01));
	And and11(.a(D1[1]) , .b(D2[1]) , .out(w11));
	And and21(.a(D1[2]) , .b(D2[1]) , .out(w21));
	And and31(.a(D1[3]) , .b(D2[1]) , .out(w31));
	NAnd and41(.a(D1[4]) , .b(D2[1]) , .out(w41));
	wire c10 , c11 , c12 , c13 , c14 , s11 , s12 , s13 , s14;
	FA fa01(.A(w01),.B(w10) , .Cin(1'b0) , .Sum(out[1]) , .Cout(c10));
	FA fa11(.A(w11),.B(w20) , .Cin(c10) , .Sum(s11) , .Cout(c11));
	FA fa21(.A(w21),.B(w30) , .Cin(c11) , .Sum(s12) , .Cout(c12));
	FA fa31(.A(w31),.B(w40) , .Cin(c12) , .Sum(s13) , .Cout(c13));
	FA fa41(.A(w41),.B(1'b1) , .Cin(c13) , .Sum(s14) , .Cout(c14));
	wire w02 , w12 , w22 , w32 , w42 ;
	And and02(.a(D1[0]) , .b(D2[2]) , .out(w02));
	And and12(.a(D1[1]) , .b(D2[2]) , .out(w12) );
	And and22(.a(D1[2]) , .b(D2[2]) , .out(w22) );
	And and32(.a(D1[3]) , .b(D2[2]) , .out(w32) );
	NAnd nand42(.a(D1[4]) , .b(D2[2]) , .out(w42) );
	wire c20 , c21 , c22 , c23 , c24 , s21 , s22 , s23 , s24;
	FA fa02(.A(w02),.B(s11) , .Cin(1'b0) , .Sum(out[2]) , .Cout(c20));
	FA fa12(.A(w12),.B(s12) , .Cin(c20) , .Sum(s21) , .Cout(c21));
	FA fa22(.A(w22),.B(s13) , .Cin(c21) , .Sum(s22) , .Cout(c22));
	FA fa32(.A(w32),.B(s14) , .Cin(c22) , .Sum(s23) , .Cout(c23));
	FA fa42(.A(w42),.B(c14) , .Cin(c23) , .Sum(s24) , .Cout(c24));
	wire w03 , w13 , w23 , w33 , w43 ;
	And and03(.a(D1[0]) , .b(D2[3]) , .out(w03));
	And and13(.a(D1[1]) , .b(D2[3]) , .out(w13) );
	And and23(.a(D1[2]) , .b(D2[3]) , .out(w23) );
	And and33(.a(D1[3]) , .b(D2[3]) , .out(w33) );
	NAnd nand43(.a(D1[4]) , .b(D2[3]) , .out(w43) );
	wire c30 , c31 , c32 , c33 , c34 , s31 , s32 , s33 , s34;
	FA fa03(.A(w03),.B(s21) , .Cin(1'b0) , .Sum(out[3]) , .Cout(c30));
	FA fa13(.A(w13),.B(s22) , .Cin(c30) , .Sum(s31) , .Cout(c31));
	FA fa23(.A(w23),.B(s23) , .Cin(c31) , .Sum(s32) , .Cout(c32));
	FA fa33(.A(w33),.B(s24) , .Cin(c32) , .Sum(s33) , .Cout(c33));
	FA fa43(.A(w43),.B(c24) , .Cin(c33) , .Sum(s34) , .Cout(c34));
	wire w04 , w14 , w24 , w34 , w44 ;
	NAnd and04(.a(D1[0]) , .b(D2[4]) , .out(w04));
	NAnd and14(.a(D1[1]) , .b(D2[4]) , .out(w14) );
	NAnd and24(.a(D1[2]) , .b(D2[4]) , .out(w24) );
	NAnd and34(.a(D1[3]) , .b(D2[4]) , .out(w34) );
	And nand44(.a(D1[4]) , .b(D2[4]) , .out(w44) );
	wire c40 , c41 , c42 , c43 , c44 , s41 , s42 , s43 , s44;
	FA fa04(.A(w04),.B(s31) , .Cin(1'b0) , .Sum(out[4]) , .Cout(c40));
	FA fa14(.A(w14),.B(s32) , .Cin(c40) , .Sum(out[5]) , .Cout(c41));
	FA fa24(.A(w24),.B(s33) , .Cin(c41) , .Sum(out[6]) , .Cout(c42));
	FA fa34(.A(w34),.B(s34) , .Cin(c42) , .Sum(out[7]) , .Cout(c43));
	FA fa44(.A(w44),.B(c34) , .Cin(c43) , .Sum(out[8]) , .Cout(c44));
	FA fa54(.A(c44),.B(1'b1) , .Cin(1'd0) , .Sum(out[9]) , .Cout());
endmodule
module NAnd(input a , b , output out );
	wire temp;
	And an(.a(a) , .b(b) , .out(temp) );
	Not n(.a(temp) , .out(out));
endmodule
module Not(input a,output out);
	C1 C1_NOT(.A0(1'b1),.A1(1'b0),.SA(a),.B0(),.B1(),.SB(),.S0(1'b0),.S1(1'b0),.F(out));
endmodule
module Or (input a , b, output out);
	C1 C1_OR(.A0(a), .A1(1'b1), .SA(b), .B0(),
                    .B1(), .SB(), .S0(1'b0), .S1(1'b0), .F(out));
endmodule
module Xor(input a,b,output out);
    wire not_a,not_b;
    wire and1_out,and2_out;  
    Not NOT_A(a,not_a);
    Not NOT_B(b,not_b);
    And AND1(not_a,b,and1_out);
    And AND2(a,not_b,and2_out);
    Or OR(and1_out,and2_out,out);
endmodule
--- /design/flow/run.sh ---
#!/bin/bash
# OpenROAD 26Q1-2900-gdf79404cd8, Yosys 0.63+post, stock flow scripts
make -C /OpenROAD-flow-scripts/flow DESIGN_CONFIG=/design/flow/config.mk WORK_HOME=/design/flow/orfs finish
==> flow_summary.toml <==
# yosys + openroad results
[run_status]
status = "completed"

[synth]
synth.lib_cells_used.distinct = 6
syn_inst = 77
synth_area_per_cell_um2 = 8.498
synth_stat.cells = 77
proportion_of_synthesized_chip_area_in_sequential_cells_pct = 0
ys_area_um2 = 654.4
synth-warning-count = 0
synth_area_um2 = 654.4

[power_and_ir_drop]
pwr-share-seq_pct = 0
sw_frac_of_total_pct = 38.71
power.leakage_nw = 0.4389
power_total_uw = 120.3
power_report.internal_total_uw = 73.71
power_frac_comb_pct = 100.0
pwrdens_nw_per_um2 = 129.9
vdd_drop_max_mv = 0.08222
p_clk_share_pct = 0
net_switching_component_of_the_power_uw = 46.56

[sta]
grt_setup_unrepaired = "true"
setup_total_negative_slack_ps = 0
clock.fmax_mhz = 128.0
final-hold-violation-count = 0
timing_worst_slew_pin_value_ps = 166.4
period_used_pct = 98.89
drv_slew = 0
setup_viol = 0
worst_slew_margin_rel_pct = 88.87
min_period_ps = 7813

[hold_path]
worst_hold_path_type = "in2out"

[detailed_routing]
detail_route.drc_violations = 0
detail_route.wirelength_mm = 1.225
highest-signal-layer = "met3"
detail-route-antenna-nets = 0
n_antenna_cell = 0
route.detailed.wl_per_inst_um = 8.750
wl_met2_um = 494
wl_met1_um = 666
drt_iter0_drc = 10
drtPass1Iterations = 2
routed-wl-met3_um = 64
vias = 458
viasPerCell = 3.271

[floorplanning]
die_w_um = 82
fp.coreArea_um2 = 3689
chipArea_um2 = 6724
floorplan.rows = 22
fp_util_pct = 17.74
num_io_pins = 20
die_h_um = 82

[setup_path]
data_required_critical_path_ps = 6320
worst-endpoint-arrival_ps = 6230
endpoint_kind = "primary output"
critical_path.max_fanout = 2
setup.worst_path.start_class = "primary input"
worstSetupPathType = "in2out"

[flow_run]
openroad_warnings = 33
max_capacitance_violation_count = 0

[finish]
flop_area_um2 = 0
final_layout_size_suffix_gt1_share_pct = 34.78
syn_to_final_growth_pct = 41.49
finish.instance_area_um2 = 925.9
ff_count = 0
filler_cell_count = 409
clock_buffers = 0

[grt]
grt_pass1_vias = 522
antenna_violations_before_repair = 0
grt_start_max_net_pins = 6
grt_ovf = 0
grt_pass1_wl_mm = 2.208
track_usage_pct = 3.991

[place]
placed_area_um2 = 892.1
gp_congestion = 0.7525
place.port_buffers = 20
dpl.hpwl_mm = 1.171

[clocking]
holdBufCountCts = 0
post_cts.repair.setup_buffers = 0
[cell families (layout without fill, tap and decap cells)]
| kind of cell | count (synthesis) | after routing | synth area share, % |
|---|---|---|---|
| buf+inv | 32 | 47 | 24.09 |
| simple gates | 25 | 25 | 20.46 |
| fa+ha+maj | 20 | 20 | 55.45 |
[layout make-up]
cell class | instances | area (um^2) | share of cell area [%]
Inverter | 22 | 82.58 | 8.919
Multi-Input combinational cell | 45 | 541.8 | 58.51
Tap cell | 48 | 60.06 | 6.486
Timing Repair Buffer | 25 | 241.5 | 26.08
[final timing paths]
check,startpoint,to,slack [ps],cells after the start
setup / recovery,D1[0],out[8],90,20
hold / removal,D1[0],out[0],3920,4
[repair_timing]
item	CTS	global route
endpoints found under the setup margin	4	3
pin swaps	16	13
resized	24	16
[layer usage]
| metal | up-vias | global-route usage (%) |
|---|---|---|
| li1 | 234 | - |
| met1 | 211 | 6.069 |
| met2 | 13 | 6.270 |
| met3 | 0 | 0.5507 |
| met4 | 0 | 0 |
| met5 | - | 0 |
[stage by stage]
stage	util, %	hold slack, ps	instances	setup WS (ps)
after global routing	25.10	3956	140	-115.0
after CTS	24.29	3984	140	6.444
after global placement	24.19	4290	140	-882.4
final	25.10	3923	140	87.44
after floorplan	-	3336	77	32.43
after detailed placement	24.19	4285	140	-887.8
[placed cells by master (no fill, tap or decap), drive strengths merged]
master / n
clkdlybuf4s50: 12
ha: 5
nand2: 9
dlygate4sd2: 1
inv: 22
fa: 15
buf: 10
dlymetal6s2s: 2
and2: 16
[synthesized netlist by cell type]
library cell  count  area (um^2)
inv_1            22        82.58
fa_1             15        300.3
buf_4            10        75.07
nand2_1           9        33.78
and2_1           16        100.1
ha_1              5        62.56
[critical path: stages]
cell,delay (ps)
buf_6,70
and2_4,140
ha_4,120
inv_2,30
fa_2,350
fa_2,540
inv_2,40
fa_2,350
fa_1,470
inv_2,80
fa_2,200
inv_2,40
fa_2,350
fa_2,360
fa_1,490
inv_2,40
fa_2,370
inv_2,70
fa_2,410
buf_2,120
[power groups by stage]
| stage | clock network, mW | logic (mW) | registers, mW |
|---|---|---|---|
| after CTS | 0 | 0.127 | 0 |
| after global routing | 0 | 0.145 | 0 |
| final | 0 | 0.120 | 0 |
Power and IR drop assume default switching activity.
